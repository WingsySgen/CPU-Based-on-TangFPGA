**flow/run.sh**
```bash
#!/bin/bash
# OpenROAD 26Q1-2900-gdf79404cd8, Yosys 0.63+post, stock flow scripts
make -C /OpenROAD-flow-scripts/flow DESIGN_CONFIG=/design/flow/config.mk WORK_HOME=/design/flow/orfs finish
```
**flow/config.mk**
```make
export PLATFORM = sky130hd
export DESIGN_NAME = ALU_my
export DESIGN_NICKNAME = ALU_my
export VERILOG_FILES = /design/flow/design.v
export SDC_FILE = /design/flow/constraint.sdc
export NUM_CORES = 4
export LEC_CHECK = 1
export CORE_UTILIZATION = 30
```
**flow/constraint.sdc**
```tcl
current_design ALU_my

set clk_period 3.0
set clk_io_pct 0.2

create_clock -name clk0 -period $clk_period

set non_clock_inputs [all_inputs -no_clocks]
set_input_delay [expr $clk_period * $clk_io_pct] -clock clk0 $non_clock_inputs
set_output_delay [expr $clk_period * $clk_io_pct] -clock clk0 [all_outputs]
```
**flow/design.v**
```verilog
module ALU_my(
    input wire[7:0] paraA,
    input wire[7:0] paraB,
    input wire[7:0] opcode,
    input wire en,
    input wire rst,
    input wire clk,
    output wire[7:0] data_o
);
    reg[15:0] result;
    initial begin
        result <= 16'd0;
    end
    assign data_o = en ? (opcode[3:0] == 4'h8 ? result[15:8] : result[7:0]) : 8'bz;
    always @(*) begin
        if(!rst) result <= 16'd0;
        else if (!clk) begin
            case (opcode[3:0])
                4'h0 : result[7:0] <= paraA + paraB;
                4'h1 : result[7:0] <= paraA - paraB;
                4'h2 : result[7:0] <= paraA & paraB;
                4'h3 : result[7:0] <= paraA | paraB;
                4'h4 : result[7:0] <= ~paraA;
                4'h5 : result[7:0] <= paraA ^ paraB;
                4'h6 : result[7:0] <= paraA;
                4'h7 : result[15:0] <= paraA * paraB;
                4'h8 : result[15:0] <= paraA * paraB;
                4'h9 : result[15:0] <= paraA << paraB;
                4'ha : result[7:0] <= paraA >> paraB;
                4'hb : result[15:0] <= paraB > paraA ? 15'd0 : (paraA / (paraB == 0 ? 8'h01 : paraB));
                4'hc : result[15:0] <= paraB > paraA ? paraA : (paraA % (paraB == 0 ? 8'h01 : paraB));
                4'hd : result[7:0] <= {7'b0, result[8]};
            endcase
        end
    end
endmodule
```
==> results_dict.tcl <==
# implementation run metrics
set metrics [dict create \
    timing.slew.headroom_pct 37.14 \
    maximum_net_fanout_on_the_critical_path 9 \
    synthDistinctLibCells 114 \
    drt-met1-wl_um 17060 \
    cap_violations 0 \
    crit_end_category "output pin" \
    synth_cells 1541 \
    yosysChipArea_um2 10790 \
    tns_ns 0 \
    diode_count 0 \
    drive_gt1_share_pct 6.307 \
    n_fill_cell 3729 \
    worst-path-stages 6 \
    post_cts_setup_buffers 0 \
    resized_cells_post_cts 1 \
    count_of_endpoints_without_a_timing_constraint 16 \
    met3RoutedLength_um 2742 \
    synthesis_to_finish_area_growth_pct 7.599 \
    total_cells_reported_by_yosys_after_synthesis 1541 \
    min_period_over_period_pct 97.37 \
    routed-via-count 11320 \
    cp.required_ns 2.40 \
    hp-class "in -> out" \
    mappedNetlistArea_um2 10790 \
    wire_length_of_the_first_global_routing_pass_um 57300 \
    number_of_antenna_violations_at_the_first_check_in_global_routing 0 \
    synth_top_area_share_pct 18.56 \
    warnings 54 \
    unclocked_pins 16 \
    ant_nets 0 \
    setup_viol 0 \
    asyncSetResetFlopFracSynth_pct 0 \
    critical-path-max-stage-delay_ns 0.42 \
    placed_cell_area_um2 11610 \
    grt-ovfl-total 0 \
    floorplan.core_util_pct 30.40 \
    worstPathBufferInverterCount 3 \
    maximum_number_of_pins_on_one_net_before_global_route_repair 29 \
    post_synth_edffs 0 \
    final_critical_path_setup_slack_ns 0.07884 \
    grt.total_usage_pct 20.19 \
    synthesized_area_divided_by_synthesized_cell_count_um2 6.999 \
    unrepaired_setup_endpoints_after_global_routing "false" \
    whs_path_depth 6 \
    layout_top_cells_excl_fill_tap "184 x sky130_fd_sc_hd__nor2_1, 160 x sky130_fd_sc_hd__ha_1, 139 x sky130_fd_sc_hd__nand2_1, 118 x sky130_fd_sc_hd__a21oi_1, 108 x sky130_fd_sc_hd__inv_1" \
    layout_top_cell "sky130_fd_sc_hd__nor2_1" \
    die_x_um 191.6 \
    largest_reg_flops 16 \
    initialDrtViolationCount 1014 \
    cts_hold_repair.buffers 0 \
    portbufs 30 \
    avgRoutedWirePerCell_um 18.11 \
    first_global_vias 10450 \
    synth.yosys.warnings 2 \
    post-dp-hpwl_um 28600 \
    detail_route.vias_per_cell 5.663 \
    floorplan.core_area_um2 35480 \
    synth.top_cells.by_area "sky130_fd_sc_hd__ha_1 19%, sky130_fd_sc_hd__fa_1 7.2%, sky130_fd_sc_hd__nor2_1 6.4%" \
    fin_hold_ws_ns 2.594 \
    total_wirelength_of_the_detailed_routed_design_um 36210 \
    route.met2.wl_um 15570 \
    gp_congestion 1.023 \
    number_of_cell_rows 69 \
    critical_path_top_delay_cell "sky130_fd_sc_hd__clkdlybuf4s50_1" \
    ios 35 \
    crit_path_cell_trace "clkdlybuf4s50_1 -> or2_2 -> nor2_1 -> buf_4 -> mux2_2 -> clkdlybuf4s50_1" \
    dp_slack_ns -0.1075 \
    final_cell_area_um2 11600 \
    die_area_um2 36710 \
    maxSlewViolCount 0 \
    path_class "in -> out" \
    timing.critical_path.from_type "input pin" \
    final_hold_viol_count 0 \
    cell_family_with_most_cp_delay "buffers and inverters" \
    drt_pass1_iterations 7 \
    top_register "result" \
    top_signal_layer_used "met4" \
    ys_dominant_reg_cell "sky130_fd_sc_hd__dlxtn_1" \
    yosys_register_bits 16 \
    remaining_design_rule_violation_count 0 \
    wp_data_arrival_ns 2.32 \
    max_slew.worst_pin.slew_ns 0.9356 \
    critical-path-top-cell-by-count "sky130_fd_sc_hd__clkdlybuf4s50_1" \
    fmaxAchievable_mhz 342.3 \
    run_status "finished clean" \
    die_h_um 191.6 \
    finalCriticalPeriod_ns 2.921 \
    synth.largest_area_cell "sky130_fd_sc_hd__ha_1" \
    registers_with_the_most_flip_flops "result: 16 flops" \
]
[synthesized netlist by cell type, drive strengths merged (15+ instances only)]
cell type / count
and2: 17
o21ai: 97
xnor2: 41
o22ai: 18
xor2: 18
nor2: 186
inv: 108
a211oi: 17
mux2: 26
dlxtn: 16
nand2b: 15
a21oi: 120
fa: 39
buf: 16
a21o: 24
or2: 15
nand2: 140
a31oi: 17
clkbuf: 47
or3: 26
o211ai: 21
nor3: 68
nand3: 30
o21a: 42
o31ai: 19
mux2i: 20
ha: 160
[worst min-delay path, stage by stage]
cell and delay, ns:
sky130_fd_sc_hd__dlygate4sd2_1 0.36, sky130_fd_sc_hd__or2_2 0.18, sky130_fd_sc_hd__nor2_1 0.04, sky130_fd_sc_hd__buf_4 0.16, sky130_fd_sc_hd__mux2_2 0.27, sky130_fd_sc_hd__clkdlybuf4s50_1 0.39
[final cells by class]
cell class / instances / area (um^2) / area share [%]
inverter: 114 / 427.9 / 3.687
multi-input combinational: 1355 / 9888 / 85.21
sequential: 16 / 240.2 / 2.070
tap: 461 / 576.8 / 4.970
timing repair buffer: 53 / 471.7 / 4.065
[kinds of logic (layout without fill, tap and decap cells)]
kind of cell / count (synthesis) / count (layout) / synth area share (%)
mux: 47 / 47 / 5.012
compound gates: 488 / 488 / 31.04
xor+xnor: 59 / 59 / 4.861
fa+ha+maj: 199 / 199 / 25.80
buf+inv: 177 / 167 / 6.334
other cells: 1 / 8 / 0.03477
latches: 16 / 16 / 2.227
simple gates: 554 / 554 / 24.69
[metrics by stage]
step                util, %  std cells
finish                32.71       1999
global route          32.71       1999
CTS                   32.71       1999
detailed placement    32.71       1999
global placement      32.71       1999
floorplan                 -       1548
[worst paths after layout]
check         to  slack, ns      start
max    data_o[3]       0.08  opcode[0]
min    data_o[0]       2.59  opcode[1]
[layer usage]
layer  GRT usage [%]  vias up
li1                -     5655
met1           29.98     5223
met2           31.35      394
met3           2.573       49
met4           4.121        0
met5               0        -
