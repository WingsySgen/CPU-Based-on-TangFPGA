$ cat /design/flow/run.sh
#!/bin/bash
# OpenROAD 26Q1-2900-gdf79404cd8, Yosys 0.63+post, stock flow scripts
make -C /OpenROAD-flow-scripts/flow DESIGN_CONFIG=/design/flow/config.mk WORK_HOME=/design/flow/orfs finish
$ cat /design/flow/constraint.sdc
current_design Counter

set clk_period 1.4
set clk_io_pct 0.2

create_clock -name clk0 -period $clk_period [get_ports {clk}]

set non_clock_inputs [all_inputs -no_clocks]
set_input_delay [expr $clk_period * $clk_io_pct] -clock clk0 $non_clock_inputs
set_output_delay [expr $clk_period * $clk_io_pct] -clock clk0 [all_outputs]
$ cat /design/flow/config.mk
export PLATFORM = sky130hd
export DESIGN_NAME = Counter
export DESIGN_NICKNAME = Counter
export VERILOG_FILES = /design/flow/design.v
export SDC_FILE = /design/flow/constraint.sdc
export NUM_CORES = 4
export LEC_CHECK = 1
export CORE_AREA = 10 10 70 70
export DIE_AREA = 0 0 80 80
$ cat /design/flow/design.v
module Counter(
    input wire clk,
    input wire mode,
    input wire en_A,
    input wire en_B,
    input wire[7:0] data_i,
    input wire rst,
    output wire[7:0] data_o,
    output wire[7:0] data_A,
    output wire[7:0] data_B
);
    reg[7:0] data;
    initial begin
        data <= 8'h00;
    end
    always @(posedge clk, negedge rst) begin
        if(!rst) data <= 8'h00; 
        else begin
            if (!mode) data <= data + 8'h01;
            else data <= data_i;
        end
    end
    assign data_o = data;
    assign data_A = (en_A ? data : 8'bz);
    assign data_B = (en_B ? data : 8'bz);
endmodule
==> impl_metrics.json <==
{
  "status": "finished, final reports clean",
  "postLayoutSetupSlackWorst_ps": 87.3,
  "die-area_mm2": 0.00640,
  "initCoreUtil_pct": 15.7,
  "cp-start-kind": "flip-flop",
  "p_clk_share_pct": 21.1,
  "overflow": 0,
  "globalplace.congestion": 0.686,
  "largest_reg_flops": 8,
  "reg_top3": "data (8)",
  "swShare_pct": 25.0,
  "synth_area_um2": 537,
  "drtPass1Iterations": 4,
  "power.internal_w": 0.000590,
  "ys.flops": 8,
  "slew_viol_final": 0,
  "pre_cts_ws_ps": -77.3,
  "diodes": 0,
  "max_slew_margin_pct": 75.9,
  "min_period_ps": 1310,
  "cts.clk_slew.worst_paths_ps": 50,
  "grt_pass1_vias": 499,
  "skew_ps": 3.14,
  "chipWidth_um": 80,
  "worst_slew_pin_slew_ps": 361,
  "cts_made_buffers": 3,
  "drt-total-wl_um": 1620,
  "avgSynthCellArea_um2": 8.95,
  "drt_iter0_markers": 30,
  "rrSetupSlack_ps": 90,
  "ant_nets": 0,
  "drive_gt1_share_pct": 27.1,
  "portBuffers": 34,
  "cts_hold_buffers": 0,
  "grt_max_degree": 9,
  "cts_sinks": 8,
  "finalClockPeriodUsage_pct": 93.8,
  "hold_viol": 0,
  "final_area_um2": 983,
  "setup_viol": 0,
  "crit_fanout": 3,
  "use_met1_pct": 5.27,
  "r2r_cells": 4,
  "fp.coreArea_mm2": 0.00342,
  "regMostFlops": "data",
  "warnings": 27,
  "yosys_warnings": 3,
  "ys_seq_share_pct": 37.3,
  "gr-usage-met2_pct": 7.62,
  "num_rows": 21,
  "hpwl_um": 1260,
  "cts_root_buffer": "clkbuf_4",
  "synth-area-yosys_um2": 537,
  "r2r_start": "data[7]$_DFF_PN0_",
  "holdWs_ps": 310,
  "vias": 521,
  "cp-end-kind": "primary output",
  "power.share.sequential_pct": 36.3,
  "io_pins": 37,
  "antenna_found_initial": 0,
  "cp.arrival_ps": 1030,
  "power.switching_w": 0.000196,
  "crit_type": "reg2out",
  "grt.busiest_layer": "met2",
  "p_leak_nw": 0.524,
  "power_density_mw_per_mm2": 800,
  "timing.fmax_mhz": 762,
  "utilization_pct": 28.8,
  "dpl_cell_area_um2": 830,
  "clk_path_buf_depth": 2,
  "tritoncts": "yes",
  "tns_ps": 0,
  "grt_pass1_wl_um": 2410,
  "drc": 0,
  "clk_latency_ps": 250,
  "synth_cell_types": 14,
  "r2r_end": "data[7]$_DFF_PN0_",
  "fillers": 364,
  "grt_use_total_pct": 4.75,
  "ys_cells": 60,
  "die_h_um": 80,
  "cts_max_level": 1,
  "drt-vias-per-instance": 3.67,
  "syn_inst": 60,
  "use_met3_pct": 3.30,
  "rsz0062_at_grt": "false",
  "wl_per_cell_um": 11.4,
  "required_ps": 1120,
  "hp-class": "in2async",
  "drv_cap": 0,
  "syn_to_final_growth_pct": 83.2,
  "combPwrFrac_pct": 42.6,
  "ir_drop_mv": 0.284
}
[logic make-up after synthesis]
| family | synth area share [%] |
|---|---|
| AOI/OAI and AO/OA | 6.53 |
| xor gates and xnor gates | 4.90 |
| and+or+nand+nor | 21.7 |
| DFF | 37.3 |
| muxes | 2.10 |
| buffers and inverters | 25.2 |
| adders and majority gates | 2.33 |
[area by class of cell]
class / instances / area (µm²) / area share [%]
timing repair buffer: 51 / 484 / 49.2
multi-input combinational: 34 / 214 / 21.8
sequential: 8 / 205 / 20.9
tap: 46 / 57.6 / 5.85
clock buffer: 3 / 22.5 / 2.29
[cells in the mapped netlist]
cell	n	area share, %
nand3_2	1	1.9
o21ai_1	3	2.8
nor2b_1	3	3.5
ha_1	1	2.3
nand4_1	1	1.2
xnor2_1	1	1.6
xor2_1	2	3.3
buf_4	18	25
or4_1	3	4.2
dfrtp_1	8	37
nand2_1	9	6.3
mux2_1	1	2.1
o21ai_0	4	3.7
nand3_1	5	4.7
[stage by stage]
step                      cells  power [W]
after floorplan              60   0.000428
after CTS                   141   0.000799
final                       142   0.000787
after detailed placement    126   0.000593
after global routing        142   0.000860
after global placement      126   0.000589
[power by group through the flow]
stage | combinational [W] | clock, W | sequential [W]
CTS | 0.000334 | 0.000172 | 0.000292
global route | 0.000374 | 0.000194 | 0.000292
finish | 0.000335 | 0.000166 | 0.000286
[placed cells by master, fill, tap and decap left out, types with 2 or more instances in the layout]
master | Yosys | final
clkbuf_4 | 0 | 3
nand2_1 | 9 | 9
dlygate4sd2_1 | 0 | 13
or4_1 | 3 | 3
buf_4 | 18 | 15
dlymetal6s2s_1 | 0 | 10
clkdlybuf4s50_1 | 0 | 10
buf_6 | 0 | 2
xor2_1 | 2 | 2
dfrtp_1 | 8 | 4
o21ai_1 | 3 | 3
nand3_1 | 5 | 5
dfrtp_2 | 0 | 4
nor2b_1 | 3 | 3
o21ai_0 | 4 | 4
[what timing repair did]
item | in CTS | in global routing
gates cloned | 0 | 0
endpoints found under the setup margin | 24 | 14
resized | 20 | 13
setup buffers | 12 | 1
[worst max path at each step]
stage	start	endpoint	slack, ps	depth (start not counted)
final	data[0]$_DFF_PN0_	data_o[0]	90	3
after global routing	data[0]$_DFF_PN0_	data[6]$_DFF_PN0_	7	5
after CTS	data[2]$_DFF_PN0_	data_o[2]	0.5	1
[per-layer routing]
layer / wire length [µm] / share of wire, % / up-vias
li1: - / - / 260
met1: 690 / 43 / 236
met2: 728 / 45 / 25
met3: 199 / 12 / 0
met4: 0 / 0 / 0
met5: 0 / 0 / -
[worst max-delay path, cell delays in order (launching register included)]
cell             delay (ps)
dfrtp_1                 380
buf_6                   120
buf_4                   120
clkdlybuf4s15_1         160
Power and IR drop assume default switching activity.
